==> design.v <==
module router_syn(detect_add,data_in,write_enb_reg,clock,resetn,vld_out_0,vld_out_1,vld_out_2,read_enb_0,read_enb_1,read_enb_2,write_enb,fifo_full,empty_0,empty_1,empty_2,soft_reset_0,soft_reset_1,soft_reset_2,full_0,full_1,full_2);
input [1:0]data_in;
output reg [2:0]write_enb;
input detect_add,clock,resetn,write_enb_reg,read_enb_0,read_enb_1,read_enb_2,empty_0,empty_1,empty_2,full_0,full_1,full_2;
output reg fifo_full,soft_reset_0,soft_reset_1,soft_reset_2;
output vld_out_0,vld_out_1,vld_out_2;
reg [1:0]int_addr_reg;
reg [4:0]counter0,counter1,counter2;
always@(posedge clock)
begin
if(!resetn)
	int_addr_reg<=2'b11;
else if(detect_add)
	int_addr_reg<=data_in;
else
	int_addr_reg<=int_addr_reg;
end
assign vld_out_0=!empty_0;
assign vld_out_1=!empty_1;
assign vld_out_2=!empty_2;
always@(*)
begin
if(!resetn)
write_enb=3'b0;
else if(write_enb_reg)
	begin
		case(int_addr_reg)
			2'b00:write_enb=3'b001;
			2'b01:write_enb=3'b010;
			2'b10:write_enb=3'b100;
			default: write_enb=3'b000;
		endcase
	end
else
write_enb=3'b0;
end
always@(*)
begin
	if(!resetn)
		fifo_full=1'b0;
	else
		begin
			case(int_addr_reg)
				2'b00:fifo_full<=full_0;
				2'b01:fifo_full<=full_1;
				2'b10:fifo_full<=full_2;
				default:fifo_full<=0;
			endcase
		end
end	
always@(posedge clock)
	begin
		if(!resetn)
			counter0<=5'b0;
		else if(vld_out_0)
			begin
				if(!read_enb_0)
					begin
						if(counter0==5'b11110)	
							begin
								soft_reset_0<=1'b1;
								counter0<=1'b0;
							end
						else
							begin
								counter0<=counter0+1'b1;
								soft_reset_0<=1'b0;
							end
					end
				else counter0<=5'd0;
			end
		else counter0<=5'd0;
	end
always@(posedge clock)
	begin
		if(!resetn)
			counter1<=5'b0;
		else if(vld_out_1)
			begin
				if(!read_enb_1)
					begin
						if(counter1==5'b11110)	
							begin
								soft_reset_1<=1'b1;
								counter1<=1'b0;
							end
						else
							begin
								counter1<=counter1+1'b1;
								soft_reset_1<=1'b0;
							end
					end
				else counter1<=5'd0;
			end
		else counter1<=5'd0;
	end
always@(posedge clock)
	begin
		if(!resetn)
			counter2<=5'b0;
		else if(vld_out_2)
			begin
				if(!read_enb_2)
					begin
						if(counter2==5'b11110)	
							begin
								soft_reset_2<=1'b1;
								counter2<=1'b0;
							end
						else
							begin
								counter2<=counter2+1'b1;
								soft_reset_2<=1'b0;
							end
					end
				else counter2<=5'd0;
			end
		else counter2<=5'd0;
	end
endmodule
==> run.sh <==
#!/bin/bash
# OpenROAD 26Q1-2900-gdf79404cd8, Yosys 0.63+post, stock flow scripts
make -C /OpenROAD-flow-scripts/flow DESIGN_CONFIG=/design/flow/config.mk WORK_HOME=/design/flow/orfs finish
==> config.mk <==
export PLATFORM = sky130hd
export DESIGN_NAME = router_syn
export DESIGN_NICKNAME = router_syn
export VERILOG_FILES = /design/flow/design.v
export SDC_FILE = /design/flow/constraint.sdc
export NUM_CORES = 4
export LEC_CHECK = 1
export CORE_AREA = 10 10 100 100
export DIE_AREA = 0 0 110 110
==> constraint.sdc <==
current_design router_syn

set clk_period 2.3
set clk_io_pct 0.2

create_clock -name clk0 -period $clk_period [get_ports {clock}]

set non_clock_inputs [all_inputs -no_clocks]
set_input_delay [expr $clk_period * $clk_io_pct] -clock clk0 $non_clock_inputs
set_output_delay [expr $clk_period * $clk_io_pct] -clock clk0 [all_outputs]
==> impl_metrics.json <==
{
  "outcome": "finished clean",
  "antenna_found_initial": 0,
  "finalCritPeriodShare_pct": 95.1,
  "grt_pass1_wl_um": 2640,
  "clockPowerShare_pct": 34.7,
  "place.gp.congestion": 0.794,
  "hold_class": "flop to flop",
  "die_y_um": 110,
  "postSynthSeqShare_pct": 48.7,
  "synth_cells": 83,
  "rows": 32,
  "area_delta_synth_final_pct": 47.6,
  "fp.dieArea_mm2": 0.0121,
  "finalHoldViolCount": 0,
  "fin_skew_ns": 0.00472,
  "clk_latency_ns": 0.25,
  "h-tree-depth": 1,
  "die_w_um": 110,
  "cap_violations": 0,
  "ys_cells": 83,
  "cts_max_path_buffers": 2,
  "rr_worst_depth": 5,
  "cts_hold_buf": 0,
  "critPathMaxFanout": 3,
  "vias": 633,
  "worstMarginPinSlew_ns": 0.188,
  "cts_setup_buffers": 0,
  "power.internal_mw": 0.525,
  "power.density_mw_per_mm2": 503,
  "drive_above_1_share_pct": 9.82,
  "clock-root-buffer": "clkbuf_8",
  "drt_iter0_drc": 6,
  "placedInstanceArea_mm2": 0.00126,
  "grt_max_degree": 12,
  "ys_warn_count": 1,
  "core_area_mm2": 0.00781,
  "crit_path_start_kind": "input port",
  "io_pins": 25,
  "overflow": 0,
  "logic_area_um2": 430,
  "ff_latch_area_um2": 430,
  "synthArstFlopShare_pct": 0,
  "rsz0062_at_grt": "no",
  "post_drt_wl_per_cell_um": 8.00,
  "setup_viol": 0,
  "top_regs": "counter0: 5 flops, counter1: 5 flops, counter2: 5 flops",
  "drc": 0,
  "fillCellCount": 870,
  "p_comb_share_pct": 9.6,
  "worstHoldPathCells": 1,
  "grt_util_all_layers_pct": 2.61,
  "p_switching_mw": 0.131,
  "slew_viol_final": 0,
  "r2r-start": "counter0[0]",
  "place_ws_ns": 0.113,
  "final_cell_mix": "clkdlybuf4s50_1, dfxtp_1, nor2_1",
  "stdcell_area_mm2": 0.00130,
  "p_sw_share_pct": 19.9,
  "fp_util_pct": 11.3,
  "syn_area_um2": 883,
  "ir_drop_mv": 0.150,
  "ys.flops": 20,
  "synth_cell_types": 18,
  "antenna_left": 0,
  "cts_buffers": 3,
  "via_per_inst": 2.96,
  "cts_tree": "built",
  "grt_pass1_vias": 612,
  "required_ns": 1.84,
  "lay_top_count": "clkdlybuf4s50_1",
  "crit_path_end_kind": "primary output",
  "edf_count": 3,
  "finalWirelength_um": 1710,
  "r2r_setup_slack_ns": 1.08,
  "warnings": 28,
  "critPathArrivalTime_ns": 1.73,
  "fin_ws_ns": 0.112,
  "ff_type": "dfxtp_1",
  "p_leak_nw": 0.471,
  "ctsResizeCount": 0,
  "path_class": "input port to primary output",
  "synth_area_per_cell_um2": 10.6,
  "holdCritStartpoint": "counter2[0]",
  "clk_pin_slew_ns": 0.07,
  "min_to": "counter2[0]",
  "clock-sinks": 20,
  "seqPwrFrac_pct": 55.7,
  "slew_headroom_pct": 87.5,
  "timing.rr.end": "counter0[2]",
  "max_freq_mhz": 457,
  "post-dp-hpwl_um": 1360,
  "setup_tns_ns": 0,
  "period_needed_ns": 2.19,
  "io_buffer_count": 24,
  "ys_area_um2": 883,
  "diodes": 0,
  "first_pass_iters": 4
}
==> worst max-delay path by stage <==
stage | to | start
CTS | write_enb[2] | resetn
finish | write_enb[2] | resetn
global route | write_enb[1] | resetn
==> metrics by stage <==
step / std cells / total power [mW] / utilization, % / hold slack, ns
finish: 214 / 0.656 / 16.7 / 0.463
global route: 214 / 0.688 / 16.7 / 0.485
CTS: 214 / 0.669 / 16.7 / 0.467
detailed placement: 210 / 0.437 / 16.1 / 0.450
global placement: 210 / 0.436 / 16.1 / 0.443
floorplan: 83 / 0.391 / - / 0.430
==> power by group through the flow <==
stage,clock network (mW),registers (mW),logic (mW)
after CTS,0.240,0.365,0.0642
after global routing,0.253,0.366,0.0688
final,0.227,0.365,0.0631
==> Yosys cell counts, types with 2 or more instances <==
cell type / count / share of area, %
and4_1: 3 / 3.0
mux2i_1: 3 / 3.4
nand2_1: 3 / 1.3
nand2b_2: 3 / 3.0
xor2_1: 6 / 5.9
inv_1: 6 / 2.5
nor3b_1: 2 / 1.7
dfxtp_1: 17 / 39
xnor2_1: 3 / 3.0
edfxtp_1: 3 / 10
nor2_1: 15 / 6.4
nand3_1: 6 / 3.4
ha_1: 6 / 8.5
nor3b_4: 3 / 6.4
==> cell families (layout without fill, tap and decap cells) <==
| kind of cell | after synthesis | after routing | share of synthesized area (%) |
|---|---|---|---|
| muxes | 3 | 3 | 3.40 |
| AOI/OAI and AO/OA | 1 | 1 | 0.566 |
| and+or+nand+nor | 38 | 38 | 27.3 |
| buffers and inverters | 6 | 35 | 2.55 |
| DFF | 20 | 20 | 48.7 |
| xor gates and xnor gates | 9 | 9 | 8.92 |
| adders and majority gates | 6 | 6 | 8.50 |
==> layout make-up <==
class | count | share of cell area [%]
Inverter | 6 | 1.73
Multi-Input combinational cell | 57 | 33.0
Clock buffer | 4 | 3.45
Sequential cell | 20 | 33.0
Tap cell | 102 | 9.79
Timing Repair Buffer | 25 | 19.0
==> routing by layer <==
layer | share of wire [%] | track usage, % | vias to the layer above
li1 | - | - | 331
met3 | 14 | 0.940 | 2
met2 | 35 | 3.90 | 25
met1 | 49 | 3.44 | 275
met5 | 0 | 0 | -
met4 | 2.3 | 0.836 | 0
==> worst max-delay path, cell delays in order <==
cell and delay, ns:
clkdlybuf4s50_1 0.49, nand2_1 0.09, nor3b_1 0.19, clkdlybuf4s50_1 0.49
Power and IR drop assume default switching activity.
