==> design.v <==
module router_fifo(clock,resetn,write_enb,soft_reset,read_enb,data_in,lfd_state,empty,data_out,full);
input [7:0]data_in;
output reg [7:0]data_out;
output empty,full;
input clock,resetn,write_enb,soft_reset,read_enb,lfd_state;
reg[8:0]mem[15:0]; 
reg [6:0]fifo_counter;
reg [4:0]wr_ptr,rd_ptr;
integer i;
always@(posedge clock)
begin
if(!resetn)
begin
	wr_ptr<=5'b0;
	rd_ptr<=5'b0;
end
else if(soft_reset)
begin
	wr_ptr<=5'b0;
	rd_ptr<=5'b0;
end
else
	begin
		begin
		if(!full && write_enb)
			wr_ptr<=wr_ptr+1'b1;
		else
			wr_ptr<=wr_ptr;
		end
		begin
		if(!empty&&read_enb)
			rd_ptr<=rd_ptr+1'b1;
		else
			rd_ptr<=rd_ptr;
		end
	end
end
always@(posedge clock)
begin
if(!resetn)
	fifo_counter<=0;
else if(soft_reset)
	fifo_counter<=0;
else 
	begin
	if(read_enb &&!empty)
		begin
			if(mem[rd_ptr[3:0]][8]==1'b1)  
				fifo_counter<=mem[rd_ptr[3:0]][7:2]+1'b1; 
			else if(fifo_counter!=0)
				fifo_counter<=fifo_counter-1'b1;
		end
	else
		fifo_counter<=fifo_counter;
	end
end
always@(posedge clock)
begin
if(!resetn)
begin
	for(i=0;i<16;i=i+1)
	mem[i]=0;
end
else if(soft_reset)
begin
	for(i=0;i<16;i=i+1)
	mem[i]=0;
end
else if(write_enb&&!full)
	{mem[wr_ptr[3:0]][8],mem[wr_ptr[3:0]][7:0]}<={lfd_state,data_in};
end
always@(posedge clock)
begin
if(!resetn)
	data_out<=0;
else if(soft_reset)
	data_out<=8'bz;
else
begin
	if(fifo_counter==0)
		data_out<=8'bz;
	else if(read_enb &&!empty)
		data_out<=mem[rd_ptr[3:0]];
	else
		data_out<=0;
end
end
assign empty=(wr_ptr==rd_ptr)?1'b1:1'b0;
assign full=(wr_ptr=={~rd_ptr[4],rd_ptr[3:0]})?1'b1:1'b0;
endmodule
==> run.sh <==
#!/bin/bash
# OpenROAD 26Q1-2900-gdf79404cd8, Yosys 0.63+post, stock flow scripts
make -C /OpenROAD-flow-scripts/flow DESIGN_CONFIG=/design/flow/config.mk WORK_HOME=/design/flow/orfs finish
==> config.mk <==
export PLATFORM = sky130hd
export DESIGN_NAME = router_fifo
export DESIGN_NICKNAME = router_fifo
export VERILOG_FILES = /design/flow/design.v
export SDC_FILE = /design/flow/constraint.sdc
export NUM_CORES = 4
export LEC_CHECK = 1
export CORE_UTILIZATION = 30
==> constraint.sdc <==
current_design router_fifo

set clk_period 4.3
set clk_io_pct 0.2

create_clock -name clk0 -period $clk_period [get_ports {clock}]

set non_clock_inputs [all_inputs -no_clocks]
set_input_delay [expr $clk_period * $clk_io_pct] -clock clk0 $non_clock_inputs
set_output_delay [expr $clk_period * $clk_io_pct] -clock clk0 [all_outputs]
==> metrics.log <==
[report] implementation figures
[metrics] status: complete, no violations
[metrics] sequential fraction of design power: 0.487
[metrics] layout cell share with drive strength beyond 1: 0.123
[metrics] Post-Syn Area per Cell: 12.9 um2
[metrics] post-layout period usage: 0.735
[metrics] clock transition at the registers of the reported paths: 0.06 ns
[metrics] boundary pin count: 24
[metrics] static power due to leakage: 2.68 nW
[metrics] share of synthesized area occupied by flip-flops and latches: 0.619
[metrics] clock skew: 0.00738 ns
[metrics] first-pass GRT wire length: 25.2 mm
[metrics] number of resized instances in the post-cts repair step: 0
[metrics] Adders+Majority by Area: 0.00904
[metrics] level count of the clock H-tree: 4
[metrics] total of warnings raised by yosys: 3
[metrics] grt ovf: 0
[metrics] post-route design area: 0.00796 mm2
[metrics] routability cong.: 0.906
[metrics] relative slew slack: 0.437
[metrics] iteration tally of the first detailed-router pass: 5
[metrics] number of endpoints with negative hold slack in the final report: 0
[metrics] number of warnings the tools reported: 29
[metrics] number of buffers inserted by port buffering: 22
[metrics] #FFs+latches synth: 150
[metrics] initial cell density of the core: 0.306
[metrics] die height: 154 um
[metrics] Core Region: 0.0226 mm2
[metrics] number of max-slew violations in the final report: 0
[metrics] clock share of power: 0.472
[metrics] transition time at the pin with the least slew margin: 0.840 ns
[metrics] post-DR vias/cell: 5.11
[metrics] chip area: 0.0237 mm2
[metrics] prevailing post-synth register cell: sky130_fd_sc_hd__edfxtp_1
[metrics] number of buffers inserted to repair setup after CTS: 0
[metrics] library cells used by synthesis: 42
[metrics] Pwr per Cell Area: 425 mW/mm2
[metrics] HPWL after detailed placement: 11.1 mm
[metrics] quantity of hold-fixing buffers added after cts: 0
[metrics] logic area: 0.00233 mm2
[metrics] initial DRC count: 307
[metrics] minimum clock period after layout: 3.16 ns
[metrics] library cell with the highest instance count after synthesis: sky130_fd_sc_hd__edfxtp_1
[metrics] count of library flops with an enable pin: 128
[metrics] row cnt: 55
[metrics] yosys stat area: 0.00692 mm2
[metrics] cell count listed in synth_stat.txt: 537
[metrics] footprint of the flip-flops and latches: 0.00429 mm2
[metrics] number of max-capacitance violations reported: 0
[metrics] startpoint class of the critical path: flop
[metrics] simple logic cell fraction of the synthesized area: 0.126
[metrics] TritonCTS clock tree: done
[metrics] async set-or-reset flop fraction in the synthesized netlist: 0
[metrics] commonest cells in the synthesized netlist: sky130_fd_sc_hd__edfxtp_1, sky130_fd_sc_hd__nor2_1, sky130_fd_sc_hd__nand2_1
[metrics] cell internal pwr: 0.00270 W
[metrics] DRC errors left: 0
[metrics] number of sinks handled by clock tree synthesis: 150
[metrics] largest net degree at the start of global routing: 35
[metrics] instance area at placement: 0.00732 mm2
[metrics] unrepaired setup endpoints after global routing: no
[metrics] total negative slack: 0 ns
[metrics] area leader, netlist: sky130_fd_sc_hd__edfxtp_1
[metrics] All-Layer GR Usage: 0.149
[metrics] Clock Root Buffer: sky130_fd_sc_hd__clkbuf_16
[metrics] Worst Setup End Kind: output port
[metrics] switching power: 0.000675 W
[metrics] type of the setup path with the least slack: reg2out
[metrics] Bufs on Longest Clock Path: 2
[metrics] initial antenna violation count: 0
[metrics] Ant. Diodes: 0
[metrics] number of CTS-inserted buffers: 17
[metrics] Clk Latency, worst-skew pair: 0.42 ns
[metrics] post-synthesis compound-gate area fraction: 0.0783
[metrics] vias in the first global route: 4536
[metrics] WP data required: 3.44 ns
[metrics] Switching Fraction: 0.200
[metrics] final antenna-violating net count: 0
[metrics] count of vias placed by the detailed router: 4361
[metrics] Max IR drop VDD: 0.285 mV
[metrics] final tally of setup violations: 0
[metrics] netlist area before placement: 0.00692 mm2
[metrics] leading post-synthesis cells by cell area: sky130_fd_sc_hd__edfxtp_1, sky130_fd_sc_hd__nor2_1, sky130_fd_sc_hd__dfxtp_1, sky130_fd_sc_hd__mux2i_1, sky130_fd_sc_hd__mux4_2
[metrics] number of cells produced by synthesis: 537
[metrics] Detailed Route WL: 16.0 mm
[metrics] Die X: 154 um
[metrics] class of the tightest hold or removal check: reg2reg
[metrics] Mux cell area share: 0.116
[metrics] signed area change from the synthesized netlist to the final layout: 15.0%
[metrics] fraction of power consumed by combinational cells: 0.041
[metrics] Main logic family: simple AND/OR/NAND/NOR gates
[metrics] arrival time at the worst endpoint: 2.30 ns
[metrics] Fmax: 316 MHz
[metrics] post-synthesis xor/xnor area fraction: 0.00759
[metrics] number of filler cells placed in the layout: 2076
[metrics] post-synth top area share: 0.555
[metrics] largest fanout on the critical path: 13
[metrics] routed length per placed instance: 18.7 um
==> area by class of cell <==
class,instances,share of cell area
clock buffers,19,0.0544
clock inverters,13,0.0255
inverters,11,0.00519
multi-input cells,342,0.293
flip-flops and latches,150,0.538
well taps,285,0.0448
repair buffers,34,0.0390
==> stage by stage <==
stage | total power [W] | cells | setup WS [ns] | utilization | hold WS, ns
after floorplan | 0.00175 | 537 | 1.76 | - | 0.477
after global placement | 0.00181 | 822 | 0.944 | 0.323 | 0.496
after detailed placement | 0.00181 | 822 | 0.900 | 0.323 | 0.505
after CTS | 0.00340 | 854 | 1.08 | 0.352 | 0.514
after global routing | 0.00348 | 854 | 0.969 | 0.352 | 0.572
final | 0.00338 | 854 | 1.14 | 0.352 | 0.517
==> state kept, by name, indices dropped and copies added (netlist names), named ones only <==
register  count
mem         128
data_out      8
rd_ptr        5
wr_ptr        5
==> critical path: stages, from the launching register on <==
cell	delay, ns
sky130_fd_sc_hd__dfxtp_1	0.61
sky130_fd_sc_hd__xnor2_1	0.24
sky130_fd_sc_hd__nand4_4	0.29
sky130_fd_sc_hd__nor2_1	0.25
sky130_fd_sc_hd__clkdlybuf4s50_1	0.49
==> final timing paths <==
check	from	endpoint	slack (ns)	cells after the start
setup reg to reg	wr_ptr[3]	mem[11][3]	1.54	4
hold / removal	wr_ptr[4]	wr_ptr[4]	0.52	2
setup / recovery	wr_ptr[3]	full	1.14	4
hold reg to reg	wr_ptr[4]	wr_ptr[4]	0.52	2
==> placed cells by master (no fill, tap or decap), types with 3 or more instances in the layout <==
| cell type | synthesis | layout |
|---|---|---|
| sky130_fd_sc_hd__a221oi_1 | 7 | 7 |
| sky130_fd_sc_hd__and3_1 | 9 | 9 |
| sky130_fd_sc_hd__bufinv_16 | 0 | 5 |
| sky130_fd_sc_hd__inv_1 | 11 | 11 |
| sky130_fd_sc_hd__clkbuf_16 | 0 | 17 |
| sky130_fd_sc_hd__nor2_1 | 125 | 125 |
| sky130_fd_sc_hd__a221o_1 | 7 | 7 |
| sky130_fd_sc_hd__clkdlybuf4s50_1 | 0 | 22 |
| sky130_fd_sc_hd__dfxtp_1 | 22 | 21 |
| sky130_fd_sc_hd__mux4_1 | 7 | 7 |
| sky130_fd_sc_hd__nand2_1 | 46 | 46 |
| sky130_fd_sc_hd__mux2i_1 | 29 | 29 |
| sky130_fd_sc_hd__o211ai_4 | 4 | 4 |
| sky130_fd_sc_hd__buf_4 | 5 | 12 |
| sky130_fd_sc_hd__ha_1 | 5 | 5 |
| sky130_fd_sc_hd__xnor2_1 | 5 | 5 |
| sky130_fd_sc_hd__nand4_1 | 4 | 4 |
| sky130_fd_sc_hd__mux2_2 | 7 | 7 |
| sky130_fd_sc_hd__o21ai_1 | 15 | 15 |
| sky130_fd_sc_hd__o21ai_0 | 17 | 17 |
| sky130_fd_sc_hd__nand2b_1 | 6 | 6 |
| sky130_fd_sc_hd__mux4_2 | 11 | 11 |
| sky130_fd_sc_hd__a211oi_1 | 3 | 3 |
| sky130_fd_sc_hd__nor2b_1 | 4 | 3 |
| sky130_fd_sc_hd__edfxtp_1 | 128 | 128 |
| sky130_fd_sc_hd__a21oi_1 | 12 | 12 |
==> power by group through the flow <==
stage,clock network [W],logic [W],registers [W]
final,0.00160,0.000138,0.00165
after CTS,0.00162,0.000137,0.00165
after global routing,0.00168,0.000150,0.00165
==> routing by layer <==
layer,vias up,share of wire,global-route usage
met5,-,0,0.0104
met4,0,0.022,0.0286
met3,25,0.14,0.0959
met2,220,0.44,0.212
met1,2102,0.40,0.198
li1,2014,-,-
==> cell families after synthesis <==
logic type | Yosys count
simple gates | 204
flops | 150
compound gates | 73
mux | 54
buf+inv | 45
xor+xnor | 6
fa+ha+maj | 5
Power figures rest on the tool's default switching activity, not on a simulated workload.
